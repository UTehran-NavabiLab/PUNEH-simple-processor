==> flow/design.v <==
module ARU (
	input  logic signed [15:0] in0, in1,
	output logic signed [15:0] out,
	input  logic ADD, MUL,
	output logic Z, N, C, V
);
	always_comb begin
		C = 1'b0;
		out = 16'b0;
		if (ADD)
			{C, out} = in0 + in1;
		else if (MUL)
			out = in0[7:0] * in1[7:0];
	end
	assign Z = ~|out;
	assign N = out[15]; 
	assign V = (in0[15] & in1[15] & ~out[15]) || (~in0[15] & ~in1[15] & out[15]);
endmodule
module LGU (
	input  logic signed [15:0] in0, in1,
	output logic signed [15:0] out,
	input  logic AND, NOT,
	input  logic [1:0] SHF,
	output logic Z, N
);
	always_comb begin
		out = 16'b0;
		if (AND == 1'b1)
			out = in0 & in1;
		else if (NOT == 1'b1)
			out = ~in0;
		else if (SHF == 2'b00)
			out = in0 >>> in1;
		else if (SHF == 2'b01)
			out = in0 >> in1;
		else if (SHF == 2'b10)
			out = in0 << in1;
	end
	assign Z = ~|out;
	assign N = out[15];
endmodule
module Register #(parameter N) (
	input  logic clk, rst,
	input  logic [N-1:0] in,
	output logic [N-1:0] out,
	input  logic ld, clr
);
	always_ff @(posedge clk, posedge rst) begin
		if (rst)
			out <= 'b0;
		else if (clr)
			out <= 'b0;
		else if (ld)
			out <= in;
	end
endmodule
module INC (
	input  logic [15:0] in,
	input  logic [1:0]  inc_val,
	output logic [15:0] out
);
	assign out = in + inc_val;
endmodule
module IMM (
	input logic [11:0] in0,
	input logic [3:0]  in1,
	output logic [15:0] out,
	input logic conOF, SE12bits, SE4bits, LSB0E
);
	always_comb begin
		out = 16'b0;
		if (conOF)
			out = {in1, in0};
		else if(LSB0E)
			out = {in1,12'd0};
		else if (SE12bits)
			out = {{12{in0[3]}}, in0[3:0]};
		else if (SE4bits)
			out = {{4{in0[11]}}, in0};
	end
endmodule
module Mux4to1 #(parameter N) (
	input  logic [N-1:0] in0, in1, in2, in3,
	input  logic sel0, sel1, sel2, sel3,
	output logic [N-1:0] out
);
	always_comb begin
		out = 16'b0;
		if (sel0)
			out = in0;
		else if (sel1)
			out = in1;
		else if (sel2)
			out = in2;
		else if (sel3)
			out = in3;
	end
endmodule
module Mux2to1 #(parameter N) (
	input logic [N-1:0] in0, in1,
	input logic sel0, sel1,
	output logic [N-1:0] out
);
	always_comb begin
		out = 16'b0;
		if (sel0)
			out = in0;
		else if (sel1)
			out = in1;
	end
endmodule
module Tristate (
	input  logic [15:0] in,
	output logic [15:0] out,
	input  logic oe
);
	assign out = oe ? in : 16'bz;
endmodule
==> flow/run.sh <==
#!/bin/bash
# OpenROAD 26Q1-2900-gdf79404cd8, Yosys 0.63+post, stock flow scripts
make -C /OpenROAD-flow-scripts/flow DESIGN_CONFIG=/design/flow/config.mk WORK_HOME=/design/flow/orfs finish
==> flow/config.mk <==
export PLATFORM = sky130hd
export DESIGN_NAME = ARU
export DESIGN_NICKNAME = ARU
export VERILOG_FILES = /design/flow/design.v
export SDC_FILE = /design/flow/constraint.sdc
export NUM_CORES = 4
export LEC_CHECK = 1
export CORE_UTILIZATION = 40
==> flow/constraint.sdc <==
current_design ARU

set clk_period 12.8
set clk_io_pct 0.2

create_clock -name clk0 -period $clk_period

set non_clock_inputs [all_inputs -no_clocks]
set_input_delay [expr $clk_period * $clk_io_pct] -clock clk0 $non_clock_inputs
set_output_delay [expr $clk_period * $clk_io_pct] -clock clk0 [all_outputs]
==> flow_metrics.env <==
# yosys + openroad results
export IMPL_ir_drop_mv=0.0490
export IMPL_crit_type="in -> out"
export IMPL_status="finished clean"
export IMPL_dieWidth_um=91.7
export IMPL_dr_wl_met2_mm=3.87
export IMPL_critical_path_buf_inv_count=5
export IMPL_cp_arrival_ns=8.41
export IMPL_via_count=2852
export IMPL_dr_max_layer_used="met4"
export IMPL_synth_top_cell_by_count="inv_1"
export IMPL_gr_total_overflow=0
export IMPL_finalSetupViolCount=0
export IMPL_layout_min_cycle_time_ns=10.97
export IMPL_ys_chip_area_um2=3220
export IMPL_dr_wl_met3_um=346
export IMPL_met1_length_mm=3.58
export IMPL_cp_required_ns=10.24
export IMPL_layout_drive_gt1_share=0.0344
export IMPL_comb_area_um2=2970
export IMPL_fin_tns_setup_ns=0
export IMPL_num_antenna_cells=0
export IMPL_synth_top_area_share=0.230
export IMPL_yosys_top_cells_count="inv_1, ha_1, and2_1"
export IMPL_ioPinCount=54
export IMPL_die_height_um=91.7
export IMPL_syn_to_final_growth_pct=20.0
export IMPL_cp_max_fo=9
export IMPL_chipArea_um2=8400
export IMPL_cts_resized_gates=0
export IMPL_yosysTopAreaCell="fa_1"
export IMPL_max_freq_mhz=91.2
export IMPL_drt_wl_total_mm=7.84
export IMPL_yosysWarnings=2
export IMPL_rsz0062_at_grt="no"
export IMPL_grt_pass1_vias=2714
export IMPL_hp_class="in -> out"
export IMPL_antenna_found_initial=0
export IMPL_cp_end_kind="output port"
export IMPL_crit_slowest_cell="clkdlybuf4s50_1"
export IMPL_finalWorstSetupSlack_ns=1.83
export IMPL_finalClockPeriodUsage=0.857
export IMPL_crit_chain="clkdlybuf4s50_1 > nand2_1 > fa_1 > fa_1 > inv_1 > fa_1 > inv_1 > fa_1 > inv_1 > ha_1 > a21oi_1 > o211ai_1 > a311oi_1 > mux2_2 > a31o_1 > or4_1 > nor3_2 > clkdlybuf4s50_1"
export IMPL_hold_violations=0
export IMPL_critPathMaxStageDelay_ns=0.65
export IMPL_warnings=33
export IMPL_core_region_area_um2=7770
export IMPL_powerDensity_nw_per_um2=91.0
export IMPL_ys_seq_frac=0
export IMPL_pre_cts_ws_ns=1.81
export IMPL_cts_hold_buf=0
export IMPL_num_fill_cells=758
export IMPL_grt_pass1_wl_mm=13.2
export IMPL_crit_family="adder cells"
export IMPL_crit_top_cell="fa_1"
export IMPL_wl_per_cell_um=14.6
export IMPL_regArea_um2=0
export IMPL_ys_cells=387
export IMPL_initial_core_util=0.414
export IMPL_relSlewSlack=0.535
export IMPL_postSynthAreaPerCell_um2=8.31
export IMPL_grt_max_degree=31
export IMPL_portBuffers=54
export IMPL_drt_iter0_drc=84
export IMPL_tightest_slew_ns=0.695
export IMPL_start_kind="input port"
export IMPL_first_pass_iters=4
export IMPL_rows=32
export IMPL_maxCapViolCount=0
export IMPL_p_leak_nw=1.84
export IMPL_seq_cells=0
export IMPL_syn_inst=387
export IMPL_final_util=0.497
export IMPL_postCtsSetupRepairBufs=0
export IMPL_netlist_top_cells_area="fa_1, ha_1, and2_1"
export IMPL_dp_hpwl_mm=6.74
export IMPL_via_per_inst=5.30
export IMPL_grt_usage=0.202
export IMPL_nClkBuffers=0
export IMPL_final_max_slew_viol_count=0
export IMPL_finalWeightedCongestion=0.853
export IMPL_ant_nets=0
export IMPL_synth_area_um2=3220
export IMPL_yosysUniqueCellTypes=66
export IMPL_drc=0
==> worst min-delay path, stage by stage <==
cell and delay, ns:
clkdlybuf4s50_1 0.42, ha_1 0.21, nand2b_1 0.07, a21boi_0 0.08, clkdlybuf4s50_1 0.40
==> final timing paths <==
kind | startpoint | to | slack (ns) | depth (start not counted)
max | in0[1] | Z | 1.83 | 18
min | in1[15] | C | 6.31 | 5
==> where the power goes <==
group	internal [mW]	switching (mW)	total, mW
clock	0	0	0
sequential	0	0	0
combinational	0.170	0.181	0.351
total	0.170	0.181	0.351
==> area by class of cell <==
cell class                 count  share of cell area
timing repair buffer          55               0.142
multi-input combinational    324               0.770
tap                          102              0.0331
inverter                      57              0.0554
==> logic make-up (layout without fill, tap and decap cells) <==
logic type	count (synthesis)	count (layout)	share of synthesized area
simple gates	139	139	0.254
fa+ha+maj	90	90	0.436
compound gates	80	80	0.190
buf+inv	63	112	0.0762
xor+xnor	11	11	0.0300
mux	4	4	0.0132
==> routing by layer <==
| metal | up-vias | GRT usage |
|---|---|---|
| met3 | 2 | 0.0236 |
| met1 | 1341 | 0.301 |
| met2 | 58 | 0.340 |
| li1 | 1451 | - |
| met5 | - | 0 |
| met4 | 0 | 0.00926 |
==> through the flow <==
step	hold slack, ns	instance area [um^2]	cells	total power, mW
after floorplan	5.21	3220	387	0.249
after global placement	6.30	3860	538	0.354
after detailed placement	6.31	3860	538	0.354
after CTS	6.32	3860	538	0.357
after global routing	6.37	3860	538	0.401
final	6.31	3860	538	0.351
==> placed cells by master, fill, tap and decap left out, types with 4 or more instances in the layout <==
cell type         n
fa_1             37
o21ai_0           8
nand3_1          11
a21oi_1          14
and2_1           47
or4_1             5
xnor2_1           8
nor3_1            4
o211ai_1          5
a21o_1            7
ha_1             53
clkdlybuf4s50_1  54
nand2b_1          4
inv_1            57
nand2_1          23
a211o_1           4
and3_1            6
nor2_1           13
Power figures rest on the tool's default switching activity, not on a simulated workload.
