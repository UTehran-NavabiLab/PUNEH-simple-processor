[run.sh]
#!/bin/bash
# OpenROAD 26Q1-2900-gdf79404cd8, Yosys 0.63+post, stock flow scripts
make -C /OpenROAD-flow-scripts/flow DESIGN_CONFIG=/design/flow/config.mk WORK_HOME=/design/flow/orfs finish
[config.mk]
export PLATFORM = sky130hd
export DESIGN_NAME = Controller
export DESIGN_NICKNAME = Controller
export VERILOG_FILES = /design/flow/design.v
export SDC_FILE = /design/flow/constraint.sdc
export NUM_CORES = 4
export LEC_CHECK = 1
export CORE_AREA = 10 10 89 89
export DIE_AREA = 0 0 99 99
[constraint.sdc]
current_design Controller

set clk_period 2.8
set clk_io_pct 0.2

create_clock -name clk0 -period $clk_period [get_ports {clk}]

set non_clock_inputs [all_inputs -no_clocks]
set_input_delay [expr $clk_period * $clk_io_pct] -clock clk0 $non_clock_inputs
set_output_delay [expr $clk_period * $clk_io_pct] -clock clk0 [all_outputs]
[design.v]
module Controller(
	input  logic		clk, rst, enSKP,
	input  logic [15:0] inst,
	output logic 	    ldIR, ldOF, ldPC, ldIN, ldAC, zeroAC, seldataBus, selPC_OF,
	                    selIMM_OF, selINC_IN, selMEM_IN, selIMM_LGU, selMEM_LGU, sel1_ARU,
	                    selMO_ARU, selINC_PC, selMEM_PC, selIMM_PC, selIN_ADR, selIR_ADR,
	                    selPC_ADR, selAC_MEM, selIMM_AC, selMEM_AC, selARU_AC, selLGU_AC,
	                    conOF, SE12bits, SE4bits, AND, NOT, ADD, MUL, readMEM, writeMEM,
	                    selSET_SR, INC1, INC2, selARU_SR, selLGU_SR,selIN_MEM, selPC_MEM, LSB0E,
	output logic [1:0]  SHF,
	output logic [3:0]  ldSR          
);
	typedef enum logic [1:0] {
	    fetch = 2'b00,
	    exec1 = 2'b01,
	    exec2 = 2'b10
	} state_t;
	state_t pstate, nstate;
	typedef enum logic [3:0] {
		LDm		= 4'b0000,
		LDa		= 4'b0001,
		LDn		= 4'b0010,
		STa		= 4'b0011,
		STn		= 4'b0100,
		INa		= 4'b0101,
		ANm		= 4'b0110,
		ANa		= 4'b0111,
		ADm		= 4'b1000,
		ADa		= 4'b1001,
		ADn		= 4'b1010,
		MLa		= 4'b1011,
		JMa		= 4'b1100,
		JMn		= 4'b1101,
		JSR		= 4'b1110,
		INST15	= 4'b1111
	} instr_type1;
	typedef enum logic [3:0] {
		TYPE3	= 4'b0000,
		LOm 	= 4'b0001,
		SRA		= 4'b0010,
		SRL		= 4'b0011,
		SLL		= 4'b0100,
		SKP		= 4'b0101,
		SET		= 4'b0110
	} instr_type2;
	typedef enum logic [7:0] {
		LPO		= 8'b00000000,
		LOP		= 8'b00000001,
		ACZ		= 8'b00000010,
		ACN		= 8'b00000011,
		ACI		= 8'b00000100
	} instr_type3;
	always_ff @(posedge clk, posedge rst) begin
		if (rst) 
			pstate <= fetch;
		else 
			pstate <= nstate;
	end		
	always_comb begin
		ldSR = 0; ldIR = 0; ldOF = 0; ldPC = 0; 
		ldIN = 0; ldAC = 0; zeroAC = 0; seldataBus = 0;
		selPC_OF = 0; selIMM_OF = 0;  selINC_IN = 0; selMEM_IN = 0;
		selIMM_LGU = 0; selMEM_LGU = 0; sel1_ARU = 0; selMO_ARU = 0;
		selINC_PC = 0; selMEM_PC = 0; selIMM_PC = 0; selIN_ADR = 0; 
		selIR_ADR = 0; selPC_ADR = 0;  selAC_MEM = 0;  selIMM_AC = 0; 
		selMEM_AC = 0; selARU_AC = 0;  selLGU_AC = 0; conOF = 0; 
		SE12bits = 0;  SE4bits = 0;  AND = 0;  NOT = 0;  
		SHF = 0; ADD = 0;  MUL = 0;  readMEM = 0;
		writeMEM = 0; INC1 = 0;  INC2 = 0; 
		selSET_SR = 0; selARU_SR = 0; selLGU_SR = 0;
		selIN_MEM=0; selPC_MEM=0; LSB0E = 0;
		case (pstate) 
			fetch : begin
				selPC_ADR = 1;	ldIR = 1;  readMEM = 1;
			end	
			exec1 : begin case (inst[15:12]) 
				LDm : begin
					SE4bits = 1;  selIMM_AC = 1;  ldAC = 1; 
					INC1 = 1;  selINC_PC = 1;  ldPC = 1;	
				end
				LDa : begin
					conOF = 1;  selIR_ADR = 1;  readMEM = 1;
					selMEM_AC = 1;  ldAC = 1; 
					INC1 = 1;  selINC_PC = 1;  ldPC = 1;	
				end	
				LDn : begin
					conOF = 1;  selIR_ADR = 1;  readMEM = 1;
					selMEM_IN = 1;  ldIN = 1; 			
				end		
				STa : begin
					conOF = 1;  selIR_ADR = 1;  selAC_MEM = 1;
					seldataBus = 1;  writeMEM = 1; 
					INC1 = 1;  selINC_PC = 1;  ldPC = 1;				
				end														
				STn : begin
					conOF = 1;  selIR_ADR = 1;  readMEM = 1;
					selMEM_IN = 1;  ldIN = 1;	
				end
				INa : begin
					conOF = 1;  selIR_ADR = 1;  readMEM = 1; 
					selINC_IN = 1;  ldIN = 1;	
				end																							
				ANm : begin
					SE4bits	= 1;  selIMM_LGU = 1;  AND = 1;
					selLGU_AC = 1;  ldAC = 1;  
					selLGU_SR = 1;  ldSR = 4'b1100;
					INC1 = 1;  selINC_PC = 1;  ldPC = 1;
				end	
				ANa : begin
					conOF = 1;  selIR_ADR = 1;  readMEM = 1; 
					selMEM_LGU = 1;  AND = 1;  selLGU_AC = 1; ldAC = 1;  
					selLGU_SR = 1;  ldSR = 4'b1100;	
					INC1 = 1;  selINC_PC = 1;  ldPC = 1;
				end	
				ADm : begin
					SE4bits	= 1;  selIMM_LGU = 1;  selMO_ARU = 1;
					ADD	= 1;  selARU_AC = 1;  ldAC = 1;	
					selARU_SR = 1;  ldSR = 4'b1111; 
					INC1 = 1;  selINC_PC = 1;  ldPC = 1;
				end	
				ADa : begin
					conOF = 1;  selIR_ADR = 1;  readMEM = 1; 
					selMEM_LGU = 1;  selMO_ARU	= 1;  ADD = 1;  
					selARU_AC = 1;  ldAC = 1;  
					selARU_SR = 1;  ldSR = 4'b1111;
					INC1 = 1;  selINC_PC = 1;  ldPC = 1;			
				end	
				ADn : begin
					conOF = 1;  selIR_ADR = 1;  readMEM = 1;
					selMEM_IN = 1;  ldIN = 1;				
				end	
				MLa : begin
					conOF = 1;  selIR_ADR = 1;  readMEM = 1;
					selMEM_LGU = 1;  selMO_ARU = 1;  MUL = 1;
					selARU_AC = 1;  ldAC = 1;
					selARU_SR = 1;  ldSR = 4'b1000; 
					INC1 = 1;  selINC_PC = 1;  ldPC = 1;
				end
				JMa : begin
					conOF = 1;  selIMM_PC = 1;  ldPC = 1;			
				end	
				JMn : begin
					conOF = 1;  selIR_ADR = 1;  readMEM = 1;
					selMEM_PC = 1;  ldPC = 1; 
				end	
				JSR : begin
					conOF = 1;  selIR_ADR = 1;  INC1 = 1;
					selPC_MEM = 1;  seldataBus = 1;      
					writeMEM = 1;  selIMM_PC = 1;  ldPC = 1;  
				end	
				INST15 : begin case (inst[11:8])
					TYPE3 : begin case (inst[7:0])
						LPO : begin
							selPC_OF = 1;  ldOF  = 1;  
							INC1 = 1;  selINC_PC = 1;  ldPC = 1;
						end
						LOP : begin
							LSB0E = 1;  selIMM_PC = 1;  ldPC = 1; 
						end
						ACZ : begin
							zeroAC = 1;  
							selLGU_SR = 1;  ldSR = 4'b1100;
							INC1 = 1;  selINC_PC = 1;  ldPC = 1;
						end
						ACN : begin
							NOT = 1;  selLGU_AC = 1;  ldAC = 1; 
							selLGU_SR = 1;  ldSR = 4'b1100; 
							INC1 = 1;  selINC_PC = 1;  ldPC = 1;
						end
						ACI : begin
							sel1_ARU = 1;  ADD = 1;
							selARU_AC = 1;  ldAC = 1; 
							INC1 = 1;  selINC_PC = 1;  ldPC = 1; 	
						end
						default : begin
							INC1 = 1;  selINC_PC = 1;  ldPC = 1;
						end
					endcase
					end
					LOm : begin
						SE12bits = 1;  selIMM_OF = 1;  ldOF	= 1;
						INC1 = 1;  selINC_PC = 1;  ldPC = 1;		
					end	
					SRA : begin
						SE12bits = 1;  selIMM_LGU = 1;	SHF = 2'b00;
						selLGU_AC = 1;  ldAC = 1;
						INC1 = 1;  selINC_PC = 1;  ldPC = 1; 
					end
					SRL : begin
						SE12bits = 1;  selIMM_LGU = 1;  SHF = 2'b01;
						selLGU_AC = 1;  ldAC = 1;
						INC1 = 1;  selINC_PC = 1;  ldPC = 1;
					end
					SLL : begin
						SE12bits = 1;  selIMM_LGU = 1;  SHF = 2'b10;
						selLGU_AC = 1;  ldAC = 1;
						INC1 = 1;  selINC_PC = 1;  ldPC = 1;
					end
					SKP : begin
						if (enSKP) INC2 = 1; 
						else INC1 = 1;
						selINC_PC = 1;  ldPC = 1;
					end
					SET : begin
						selSET_SR = 1;  ldSR = inst[7:4];
						INC1 = 1;  selINC_PC = 1;  ldPC = 1;
					end
					default : begin
						INC1 = 1;  selINC_PC = 1;  ldPC = 1;
					end
				endcase
				end
					default : begin
						INC1 = 1;  selINC_PC = 1;  ldPC = 1;
					end	
			endcase
			end			
			exec2 : begin case (inst[15:12])
				LDn : begin
					selIN_ADR = 1;  readMEM = 1;  
					selMEM_AC = 1; ldAC = 1;
					INC1 = 1;  selINC_PC = 1;  ldPC = 1;
				end
				STn : begin					
					selIN_ADR = 1;  selAC_MEM = 1; 
					seldataBus = 1;  writeMEM = 1;  
					INC1 = 1;  selINC_PC = 1;  ldPC = 1; 
				end	
				INa : begin
					conOF = 1;  selIR_ADR = 1;  selIN_MEM = 1;
					seldataBus = 1;  writeMEM = 1;	
					INC1 = 1;  selINC_PC = 1;  ldPC = 1;		
				end
				ADn : begin
					selIN_ADR = 1;  readMEM = 1;  selMEM_LGU = 1;
					selMO_ARU = 1;  ADD = 1;  selARU_AC = 1;  ldAC = 1;
					selARU_SR = 1;  ldSR = 4'b1111;
					INC1 = 1;  selINC_PC = 1;  ldPC = 1;
				end
				JSR : begin
					INC1 = 1;  selINC_PC = 1;  ldPC = 1;			
				end
			endcase
			end
		endcase
	end
	always_comb begin
		nstate = fetch;
		case (pstate) 
			fetch :
				nstate = exec1;
			exec1 : begin case (inst[15:12]) 
				LDm :	 nstate = fetch;
				LDa :	 nstate = fetch;
				LDn :	 nstate = exec2;	
				STa :	 nstate = fetch;													
				STn :	 nstate = exec2;
				INa :	 nstate = exec2;																					
				ANm :	 nstate = fetch;
				ANa : 	 nstate = fetch;
				ADm : 	 nstate = fetch;
				ADa : 	 nstate = fetch;
				ADn : 	 nstate = exec2;
				MLa : 	 nstate = fetch;
				JMa : 	 nstate = fetch;
				JMn : 	 nstate = fetch;
				JSR : 	 nstate = exec2;
				INST15 : nstate = fetch;
				default: nstate = fetch;	
			endcase
		end
			exec2 : begin 
				nstate = fetch ;	
			end	
			default :
				nstate = fetch;					
		endcase
	end	
endmodule
==> impl_metrics.ini <==
; yosys + openroad results
[run_status]
status = completed

[yosys]
yosysSeqAreaShare_pct = 4.05
async_flop_share_pct = 100
syn_area_um2 = 1230
edf_count = 0
most_common_cell = nor2_1
syn_inst = 201
yosysChipArea_um2 = 1230
top_area_cell = a21oi_1
flop_cell = dfrtp_1
area_leaders = a21oi_1 (8.1%), nor2_1 (7.3%), o21ai_0 (6.5%)
synth_top_area_share_pct = 8.11
numSynthFlops = 2
synth_area_per_cell_um2 = 6.14
common_cells = nor2_1 (24), a21oi_1 (20), o21ai_0 (16)
yosys_warnings = 1
ys_cells = 201
synth_cell_types = 52

[timing]
tightest_slew_ps = 383
setup_viol = 0
fmax_mhz = 361
rsz0062_at_grt = true
finalMaxSlewViolations = 0
hold_viol_final = 0
slew_headroom_pct = 74.3
skew_ps = 3.65
timing.final.crit_share_pct = 98.8
final.min_clock_period_ps = 2770
setup_slack_ps = 33.7

[placed_design]
dpl_cell_area_um2 = 2350
gp_congestion = 0.912
port_buffers = 67
place_ws_ps = -387
hpwl_um = 4890
dpl.cell_count = 386

[min_path]
hold_class = input pin to async pin

[worst_setup_path]
cp_num_buf_inv = 3
cp.required_ps = 2240
cp_max_fo = 5
crit_chain = dlygate4sd2_1 > nor4_4 > buf_4 > nand2_2 > nor3_2 > o32ai_1 > clkdlybuf4s50_1
end_kind = output pin
slowest_delay_ps = 430
critPathArrivalTime_ps = 2210
worstRegToRegCells = 7
reg2reg_slack_ps = 1370
r2r-end = pstate[1]
reg2reg_from = pstate[1]
slowest_stage = clkdlybuf4s50_1
crit_type = input pin to output pin
crit_family = buffers and inverters
critical_path.startpoint_type = input pin

[floorplan]
die-width_um = 99
core_area_um2 = 5990
fp-utilization_pct = 20.6
fp-row-count = 28
die_h_um = 99
die_area_um2 = 9800
io_pins = 68

[clocking]
cts_hold_buf = 0
root_buffer = clkbuf_8
cts_buffers = 3
htree_levels = 1
cts_tree = done
cts_buffer_depth = 2
clkTransAtPathRegs_ps = 30
clkLatencyLatePin_ps = 210
cts_sinks = 2

[global_route]
grt_pass1_vias = 1867
grt_pass1_wl_um = 9470
antenna_found_initial = 0
grt_max_degree = 23
gr-total-overflow = 0
grt_usage_pct = 11.3

[power_and_ir_drop]
p_int_uw = 629
pwr-share-seq_pct = 4.9
cellPowerDensity_nw_per_um2 = 400
power_mw = 1.08
p_leak_nw = 1.28
ir_worst_vdd_uv = 427
combPwrFrac_pct = 84.8
switchingPower_uw = 453
clock_power_share_pct = 10.3
swShare_pct = 41.9

[finish]
final_cells = 397
top_register = pstate
drive_above_1_share_pct = 38.2
largest_reg_flops = 2
syn_to_final_growth_pct = 119
largestRegisters = pstate: 2 flops
design_area_um2 = 2710

[detailed_routing]
drc = 0
drt_iter0_markers = 167
dr.pass1.iters = 7
antenna-diode-count = 0
vias = 1980
wl_um = 6200
avgViaCountPerCell = 4.99
ant_nets = 0
wl_per_cell_um = 15.6

[run]
drv_cap = 0
warnings = 30
-- final cells by class --
| cell class | instances | area [um^2] |
|---|---|---|
| repair buffers | 134 | 1220 |
| flip-flops and latches | 2 | 50.0 |
| inverters | 14 | 56.3 |
| multi-input cells | 169 | 1240 |
| clock buffers | 3 | 41.3 |
| fillers | 568 | 3280 |
| well taps | 75 | 93.8 |
-- how the worst max path moves through the flow --
stage	startpoint	to	slack [ps]	cells after the start
after CTS	inst[13]	ADD	-30	7
after global routing	inst[10]	selINC_PC	-50	7
final	inst[3]	selINC_PC	30	7
-- kinds of logic (layout without fill, tap and decap cells) --
group | after synthesis | count (layout) | share of synthesized area [%]
buffers and inverters | 30 | 151 | 12.1
and+or+nand+nor | 105 | 105 | 49.4
adders and majority gates | 4 | 4 | 4.05
xor gates and xnor gates | 1 | 1 | 0.709
AOI/OAI and AO/OA | 59 | 59 | 29.7
DFF | 2 | 2 | 4.05
-- placed cells by master, fill, tap and decap left out, types with 5 or more instances in the layout --
master,instances
nor3_1,6
dlymetal6s2s_1,10
nor2_1,21
clkdlybuf4s50_1,39
nand3_1,9
o21ai_0,11
nand2_1,13
and3_1,5
inv_1,12
a21oi_1,16
buf_4,57
buf_6,5
dlygate4sd2_1,10
-- routing by layer --
metal / vias up / routed length, um / track usage [%]
li1: 978 / - / -
met1: 932 / 2850 / 15.9
met2: 70 / 2920 / 18.4
met3: 0 / 439 / 2.11
met4: 0 / 0 / 0.551
met5: - / 0 / 0
-- power by group through the flow --
stage | sequential [mW] | clock (mW) | combinational [mW]
after CTS | 0.0485 | 0.116 | 0.819
final | 0.0533 | 0.111 | 0.918
after global routing | 0.0553 | 0.122 | 0.996
-- stage by stage --
| stage | TNS (ps) | util (%) | hold WS (ps) |
|---|---|---|---|
| final | 0 | 45.2 | 498 |
| after global routing | -102 | 45.2 | 502 |
| after CTS | -33.1 | 42.3 | 495 |
| after detailed placement | -9940 | 39.2 | 718 |
| after global placement | -9670 | 39.2 | 709 |
| after floorplan | 0 | - | 301 |
-- worst reg2reg max path, stage by stage, from the launching register on --
cell        delay [ps]
dfrtp_1            420
inv_2              100
ha_4               160
buf_12             140
clkinvlp_4         140
buf_12             160
buf_4              130
nor2_1             110
-- timing repair --
| item | 4_1_cts | 5_1_grt |
|---|---|---|
| cloned | 1 | 2 |
| pin swaps | 12 | 15 |
| gates resized | 55 | 47 |
| buffers inserted | 4 | 2 |
| setup endpoints to repair | 44 | 31 |
No activity file was given, so power comes from the tool's default toggle rates.
